--- /design/flow/run.sh ---
#!/bin/bash
# OpenROAD 26Q1-2900-gdf79404cd8, Yosys 0.63+post, stock flow scripts
make -C /OpenROAD-flow-scripts/flow DESIGN_CONFIG=/design/flow/config.mk WORK_HOME=/design/flow/orfs finish
--- /design/flow/constraint.sdc ---
current_design timer_module

set clk_period 4.1
set clk_io_pct 0.2

create_clock -name clk0 -period $clk_period [get_ports {clk}]

set non_clock_inputs [all_inputs -no_clocks]
set_input_delay [expr $clk_period * $clk_io_pct] -clock clk0 $non_clock_inputs
set_output_delay [expr $clk_period * $clk_io_pct] -clock clk0 [all_outputs]
--- /design/flow/config.mk ---
export PLATFORM = sky130hd
export DESIGN_NAME = timer_module
export DESIGN_NICKNAME = timer_module
export VERILOG_FILES = /design/flow/design.v
export SDC_FILE = /design/flow/constraint.sdc
export NUM_CORES = 4
export LEC_CHECK = 1
export CORE_UTILIZATION = 30
--- /design/flow/design.v ---
`timescale 1ns / 1ps
module timer_module (
    input wire clk,
    input wire rst,
    input wire timer_start,        
    input wire [1:0] duration_sel, 
    output reg timer_done          
);
    parameter CYCLES_SHORT  = 32'd50;   
    parameter CYCLES_MEDIUM = 32'd150;  
    parameter CYCLES_LONG   = 32'd300;  
    reg [31:0] counter;
    reg [31:0] target_cycles;
    always @(*) begin
        case (duration_sel)
            2'b00: target_cycles = CYCLES_SHORT;
            2'b01: target_cycles = CYCLES_MEDIUM;
            2'b10: target_cycles = CYCLES_LONG;
            default: target_cycles = CYCLES_SHORT;
        endcase
    end
    always @(posedge clk or posedge rst) begin
        if (rst) begin
            counter <= 32'd0;
            timer_done <= 1'b0;
        end 
        else if (timer_start) begin
            counter <= 32'd0;
            timer_done <= 1'b0;
        end 
        else begin
            if (counter < target_cycles) begin
                counter <= counter + 1;
                timer_done <= 1'b0;
            end else begin
                timer_done <= 1'b1;
            end
        end
    end
endmodule
==> flow_summary.json <==
{
  "yosys.stat.seqShare": 0.557,
  "critPathMostFrequentCell": "a21oi_1",
  "utilization": 0.361,
  "worstPathArrival_ns": 3.28,
  "finalSetupTns_ns": 0,
  "syn2layout_area_growth_pct": 15.1,
  "crit_fanout": 7,
  "drtIter0Drc": 61,
  "gp_congestion": 0.881,
  "synthSimpleGateAreaFrac": 0.256,
  "cts_buffer_depth": 2,
  "fmax_mhz": 325,
  "dpl.cell_count": 202,
  "place_ws_ns": 0.749,
  "routedWlPerCell_um": 11.7,
  "outcome": "complete, no violations",
  "worstMarginPinSlew_ns": 0.394,
  "slew_violations": 0,
  "rsz0062_at_grt": "no",
  "grt_usage": 0.110,
  "routed_via_density": 4.55,
  "grt_pass1_wl_um": 4370,
  "worstHoldPathType": "flop to flop",
  "finalCriticalPeriod_ns": 3.07,
  "placed_area_mm2": 0.00162,
  "gr-total-overflow": 0,
  "drive_gt1_frac": 0.112,
  "worst_setup_path_start_kind": "primary input",
  "synthFlopType": "dfrtp_1",
  "finalCritPeriodShare": 0.750,
  "syn_inst": 131,
  "setup_viol_count_final": 0,
  "crit_type": "primary input to flop",
  "antenna_found_initial": 0,
  "design_area_mm2": 0.00171,
  "grt_max_degree": 37,
  "cts_tree": "yes",
  "port-buffer-count": 5,
  "synth.avg_cell_area_um2": 11.3,
  "drt_wl_total_um": 2460,
  "maxCapViolCount": 0,
  "core_area_mm2": 0.00472,
  "io-pin-count": 6,
  "grt_pass1_vias": 920,
  "max_stage_delay_ns": 0.58,
  "antenna_cells_inserted": 0,
  "route.detailed.drc": 0,
  "vias": 955,
  "ys_area_mm2": 0.00148,
  "chipArea_mm2": 0.00522,
  "synthMuxAreaShare": 0.0228,
  "hold_viol_final": 0,
  "post_cts_buffers": 0,
  "syn_area_mm2": 0.00148,
  "htree_levels": 2,
  "worst-path-buf-inv": 3,
  "relSlewSlack": 0.738,
  "edf_count": 0,
  "yosys_warnings": 1,
  "final.setup_skew_ns": 0.00392,
  "critical-path-slowest-cell": "or4_1",
  "first_pass_iters": 4,
  "num_rows": 25,
  "cts-root-buf": "clkbuf_8",
  "clkLatencyLatePin_ns": 0.28,
  "cts-buffers-inserted": 5,
  "ys_sh_xor": 0.00591,
  "ys_cells": 131,
  "fin_cells": 210,
  "adder_share": 0.0760,
  "p_leak_nw": 0.823,
  "ys_ff": 33,
  "ant_nets": 0,
  "dp_hpwl_um": 1670,
  "topCombFamilyByArea": "simple AND/OR/NAND/NOR gates",
  "powerDensity_mw_per_mm2": 345,
  "vdd.ir_drop.worst_mv": 0.0990,
  "die_height_um": 72.3,
  "critical-path-top-delay-family": "simple AND/OR/NAND/NOR gates",
  "post_cts_resize_count": 0,
  "cts_hold_buf": 0,
  "clk_transition_reported_paths_ns": 0.06,
  "critical_path_required_ns": 4.31,
  "initCoreUtil": 0.314,
  "synthArstFlopShare": 1.00,
  "crit_path_end_kind": "flop",
  "fin_ws_ns": 1.03,
  "path_cells": "clkdlybuf4s50_1, inv_1, ha_1, inv_1, ha_1, a21oi_1, a21oi_1, or4_1, or3_1, a21oi_1",
  "warnings": 26,
  "synthAoiAreaFrac": 0.0566,
  "numClockSinks": 33,
  "synth.distinct_cells": 24,
  "fp.dieW_um": 72.3
}
[flip-flops by register name, indices dropped and copies added, names as in the netlist]
signal      cells
counter        32
timer_done      1
[kinds of logic after synthesis]
| kind of cell | after synthesis |
|---|---|
| AND-OR/OR-AND | 15 |
| XOR/XNOR | 1 |
| adder cells (fa/ha/maj) | 9 |
| buffers and inverters | 10 |
| flip-flops | 33 |
| multiplexers | 3 |
| AND/OR/NAND/NOR | 60 |
[final timing paths]
path                                  from           to  slack (ns)  cells after the start
max                        duration_sel[0]   counter[3]        1.03                     10
min                            counter[26]  counter[26]        0.51                      1
max reg2reg                     counter[3]   counter[3]        1.87                      6
min reg2reg                    counter[26]  counter[26]        0.51                      1
max in group asynchronous              rst   counter[8]        2.89                      3
min in group asynchronous              rst  counter[17]        0.92                      3
[power by group]
group          leakage (nW)  internal (mW)  switching, mW  total [mW]
logic                 0.320         0.0115         0.0192      0.0308
registers             0.459          0.328        0.00350       0.332
clock network        0.0450          0.117          0.109       0.226
total                 0.823          0.457          0.132       0.589
[final cells by class]
type                            count  area [um^2]
Clock buffer                        6         72.6
Clock inverter                      2         10.0
Fill cell                         446         3020
Inverter                            6         22.5
Multi-Input combinational cell     88          618
Sequential cell                    33          826
Tap cell                           67         83.8
Timing Repair Buffer                8         72.6
[cell usage after synthesis (4+ instances only)]
library cell | n | area [um^2]
dfrtp_1 | 33 | 826
nor2b_1 | 25 | 156
ha_1 | 9 | 113
a21oi_1 | 7 | 35.0
nand2_1 | 7 | 26.3
inv_1 | 6 | 22.5
nor2_1 | 6 | 22.5
nor4_2 | 5 | 62.6
o21ai_0 | 5 | 25.0
and3_1 | 4 | 25.0
clkbuf_1 | 4 | 15.0
nand4_1 | 4 | 25.0
[layer usage]
layer  routed length (um)  part of all wire  GRT usage  vias to the layer above
met5                    0                 0          0                        -
met4                   53             0.022     0.0196                        0
met3                  144             0.059     0.0324                        6
met2                 1040              0.42      0.157                       26
met1                 1220              0.50      0.173                      448
li1                     -                 -          -                      475
[through the flow]
stage	total power [mW]	hold slack [ns]
after floorplan	0.358	0.465
after global placement	0.367	0.484
after detailed placement	0.369	0.491
after CTS	0.599	0.505
after global routing	0.624	0.527
final	0.589	0.506
[cells in the final DEF, fill, tap and decap left out]
cell type / n
nand3_1: 1
nand2_1: 7
a21oi_1: 7
or4_1: 1
or3_1: 2
nand4_1: 4
clkinv_2: 2
and3_1: 4
a41oi_1: 1
mux2_2: 1
clkbuf_1: 1
inv_1: 6
buf_4: 3
xnor2_1: 1
a211oi_1: 1
nor4_1: 2
mux2_1: 2
nand4b_1: 2
o21ai_0: 5
nor2_1: 6
nor2b_1: 25
dfrtp_1: 33
clkbuf_8: 5
and2_1: 1
ha_1: 9
o211ai_1: 1
clkdlybuf4s50_1: 5
nor4_2: 5
No activity file was given, so power comes from the tool's default toggle rates.
