**flow/config.mk**
```make
export PLATFORM = sky130hd
export DESIGN_NAME = emergency_override
export DESIGN_NICKNAME = emergency_override
export VERILOG_FILES = /design/flow/design.v
export SDC_FILE = /design/flow/constraint.sdc
export NUM_CORES = 4
export LEC_CHECK = 1
export CORE_AREA = 10 10 103 103
export DIE_AREA = 0 0 113 113
```
**flow/constraint.sdc**
```tcl
current_design emergency_override

set clk_period 2.1
set clk_io_pct 0.2

create_clock -name clk0 -period $clk_period [get_ports {clk}]

set non_clock_inputs [all_inputs -no_clocks]
set_input_delay [expr $clk_period * $clk_io_pct] -clock clk0 $non_clock_inputs
set_output_delay [expr $clk_period * $clk_io_pct] -clock clk0 [all_outputs]
```
**flow/design.v**
```verilog
`timescale 1ns / 1ps
module emergency_override (
    input wire clk,
    input wire rst,
    input wire btn_emerg_raw,
    output reg emerg_active  
);
    parameter DEBOUNCE_LIMIT = 32'd5; 
    reg btn_sync_0;
    reg btn_sync_1;
    always @(posedge clk or posedge rst) begin
        if (rst) begin
            btn_sync_0 <= 1'b0;
            btn_sync_1 <= 1'b0;
        end else begin
            btn_sync_0 <= btn_emerg_raw;
            btn_sync_1 <= btn_sync_0;
        end
    end
    reg [31:0] count;
    always @(posedge clk or posedge rst) begin
        if (rst) begin
            count <= 32'd0;
            emerg_active <= 1'b0;
        end else begin
            if (btn_sync_1 != emerg_active) begin
                if (count < DEBOUNCE_LIMIT) begin
                    count <= count + 1;
                end else begin
                    emerg_active <= btn_sync_1; 
                    count <= 32'd0;
                end
            end else begin
                count <= 32'd0;
            end
        end
    end
endmodule
```
**flow/run.sh**
```bash
#!/bin/bash
# OpenROAD 26Q1-2900-gdf79404cd8, Yosys 0.63+post, stock flow scripts
make -C /OpenROAD-flow-scripts/flow DESIGN_CONFIG=/design/flow/config.mk WORK_HOME=/design/flow/orfs finish
```
==> changes_impl.md <==
### Metrics

* Final Hold Viols at 0
* Cts repair resizes at 0
* Share of cells above drive strength 1 at between 10% and 20%
* P&R area growth vs syn at 36.09%
* H-tree depth at 2
* Largest net degree at the start of global routing at 36
* Max FO, Critical Path at 3
* Tot Pwr at between 1 and 1.5 mW
* Flops out of synthesis at 35
* Vias in the first global route at roughly 540
* Outcome: completed
* Crit Path Category: reg -> out
* Max Cap Viol at 0
* Yosys warns at 1
* Worst path cell trace: clkdlybuf4s50_1
* Power per Cell Area at 918.1 nW/um2
* Hold_buf cts at 0
* Worst path top cell family by delay: buffers and inverters
* Routed WL per cell at about 5.8 um
* Grt ovf at 0
* Latency at later pin at approximately 0.28 ns
* Final WL at between 1000 and 1500 um
* # rows at 33
* FP Core Util at 12.95%
* Design Area, Final at approximately 1500 um2
* IO buf count at 3
* Synth top area share at 81.49%
* Sequential share of the synthesized area at 81.49%
* Log Warnings at 26
* Syn Area/Cell at 16.79 um2
* Final Slew Violations at 0
* CTS tree: built
* Clock Path Buffers at 2
* RSZ-0062 raised after global routing: no
* Post-CTS Setup Inserts at 0
* Mapped Area at ~1100 um2
* Yosys stat cell total at between 60 and 70
* Buffers & Inverters on Critical Path at 1
* Vias per std cell at approximately 2.4
* Top cell type by total area after synthesis: dfrtp_1
* AND/OR/NAND/NOR Cells, Area Fraction at a little under an eighth
* Top cells, area: dfrtp_1 (81%), nor4_1 (2.9%), and2_1 (2.3%)
* Core Area at roughly 8300 um2
* Die Span X at 113 um
* CP startpoint kind: flip-flop
* Yosys chip area at around 1100 um2
* Via count at about 500
* DRT antenna net count at 0
* Cell Type Count at 16
* Num CTS Buffers at 5
* Min Hold Slack at between 0.3 and 0.4 ns
* Required time of the worst setup path at about 1.7 ns
* Max Fclk at between 600 and 700 MHz
* Aoi share at 0%
* Period utilization at between 70% and 80%
* Cell count of the worst hold path at 0
* Syn Inst Count at between 60 and 70
* Worst EP arrival at roughly 1.2 ns
* Count of final setup violators at 0
* Adder-Cell Fraction of Synth Area at around 2.3%
* Placed inst area at between 1000 and 1500 um2
* Post-DP HPWL at about 830 um
* Io pins at 4
* VDD IR max at roughly 0.38 mV
* CP endpoint kind: primary output
* Clk slew on worst S/H paths at approximately 0.060 ns
* TritonCTS Sinks at 35
* RePlAce Congestion at 0.6884
* CP max stage cell: clkdlybuf4s50_1
* Antenna violations before repair at 0
* Main combinational cell family by area after synthesis: simple AND/OR/NAND/NOR gates
* Xor-xnor portion of the synthesized cell area at under 10%
* GRT Total Usage at under 10%
* DRT iter0 DRCs at 5
* CTS Root Cell: clkbuf_8
* Fin crit period at around 1.6 ns
* First-pass iteration count of the detailed router at 2
* Die Size at roughly 13000 um2
* CP peak stage delay at 0.49 ns
* Worst hold path class: reg -> reg
* Drt drc at 0
* First-pass GRT wire length at between 2000 and 2500 um
* Worst-case reg-to-reg path depth at 6
* Mux share at 1.048%
* Clk_skew at about 0.0025 ns
* Die Ht at between 100 and 150 um
* Setup tns final at 0 ns
* N_diodes at 0
* Worst path depth at 1
* Leak at roughly 0.65 nW
## path summary, 6_finish.rpt
path,from,slack (ns),endpoint
worst max-delay path,emerg_active$_DFFE_PP0P_,0.51,emerg_active
worst min-delay path,btn_sync_0$_DFF_PP0_,0.35,btn_sync_1$_DFF_PP0_
worst max register to register,count[0]$_DFF_PP0_,0.56,emerg_active$_DFFE_PP0P_
worst min register to register,btn_sync_0$_DFF_PP0_,0.35,btn_sync_1$_DFF_PP0_
max in group asynchronous,rst,1.28,count[29]$_DFF_PP0_
min in group asynchronous,rst,0.53,count[13]$_DFF_PP0_
## synthesized netlist by cell type
library cell	number
dfrtp_1	35
nor4_1	5
and2_1	4
inv_1	3
ha_1	2
nand3_1	2
nor3_1	2
nor4_2	2
xnor2_1	2
conb_1	1
mux2_2	1
nand2_1	1
nand2b_1	1
nand4_1	1
nor2_1	1
xor2_1	1
## where the power goes
group          internal (mW)  total, mW  switching [mW]
Combinational         0.0104     0.0306          0.0201
Clock                  0.383      0.598           0.214
Sequential             0.705      0.715         0.00999
Total                   1.10       1.34           0.244
## cells by family after synthesis
group,after synthesis
XOR/XNOR,3
adder cells (fa/ha/maj),2
buffers and inverters,3
flip-flops,35
multiplexers,1
other,1
AND/OR/NAND/NOR,19
## metrics by stage
step	util, %	worst slack, ns	std cells
after floorplan	-	0.7121	91
after global placement	16.21	0.6075	200
after detailed placement	16.21	0.5835	200
after CTS	17.62	0.4799	208
after global routing	17.62	0.3864	208
final	17.62	0.5148	208
## metal layers
| layer | part of all wire [%] | vias to the layer above | GRT usage (%) |
|---|---|---|---|
| li1 | - | 260 | - |
| met1 | 46 | 232 | 2.320 |
| met2 | 47 | 8 | 3.341 |
| met3 | 6.0 | 2 | 0.8013 |
| met4 | 1.3 | 0 | 0.5076 |
| met5 | 0 | - | 0 |
## cell usage in the layout, fill, tap and decap left out, drive strengths merged
master          n
dfrtp          35
conb           28
nor4            7
clkbuf          6
and2            4
inv             3
clkdlybuf4s50   3
nand3           2
nor3            2
xnor2           2
ha              2
nand2           1
nor2            1
nand2b          1
nand4           1
xor2            1
mux2            1
bufinv          1
clkinv          1
buf             1
## sequential cells by signal (all words and copies together) (netlist names)
register      cells
btn_sync_1        1
emerg_active      1
btn_sync_0        1
count            32
## layout make-up
cell class | instances | area, um2
Clock inverter | 2 | 35.03
Multi-Input combinational cell | 53 | 289.0
Sequential cell | 35 | 875.8
Inverter | 3 | 11.26
Timing Repair Buffer | 4 | 37.54
Tap cell | 105 | 131.4
Clock buffer | 6 | 82.58
Fill cell | 887 | 6837
No activity file was given, so power comes from the tool's default toggle rates.
